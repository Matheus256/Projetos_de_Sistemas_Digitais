**design/flow/run.sh**
```bash
#!/bin/bash
# OpenROAD 26Q1-2900-gdf79404cd8, Yosys 0.63+post, stock flow scripts
make -C /OpenROAD-flow-scripts/flow DESIGN_CONFIG=/design/flow/config.mk WORK_HOME=/design/flow/orfs finish
```
**design/flow/config.mk**
```make
export PLATFORM = sky130hd
export DESIGN_NAME = divfreq
export DESIGN_NICKNAME = divfreq
export VERILOG_FILES = /design/flow/design.v
export SDC_FILE = /design/flow/constraint.sdc
export NUM_CORES = 4
export LEC_CHECK = 1
export CORE_UTILIZATION = 30
```
**design/flow/constraint.sdc**
```tcl
current_design divfreq

set clk_period 3.8
set clk_io_pct 0.2

create_clock -name clk0 -period $clk_period [get_ports {clock}]

set non_clock_inputs [all_inputs -no_clocks]
set_input_delay [expr $clk_period * $clk_io_pct] -clock clk0 $non_clock_inputs
set_output_delay [expr $clk_period * $clk_io_pct] -clock clk0 [all_outputs]
```
**design/flow/design.v**
```verilog
module divfreq(input reset, clock, output logic clk_i);
  int cont;
  always @(posedge clock or posedge reset) begin
    if(reset) begin
      cont  = 0;
      clk_i = 0;
    end
    else
      if( cont <= 25000 )
        cont++;
      else begin
        clk_i = ~clk_i;
        cont = 0;
      end
  end
endmodule
```
==> run_results.csv <==
group,metric,value,unit
run_status,run_status,"finished, final reports clean",
clock_network,cts.sinks,33,
final_timing,setup_viol_count_final,0,
worst_setup_path,critical-path-top-delay-family,"AND-OR/OR-AND gates",
worst_setup_path,critPathMaxStageDelay,620,ps
floorplanning,floorplan.die_area,6460,um2
floorplanning,die-width,80.4,um
clock_network,cts_tree,"done",
worst_setup_path,required,4000,ps
final_timing,maxClockFrequency,445,MHz
worst_setup_path,timing.critical_path.arrival,2450,ps
global_routing,grt_first_pass_wirelength,5.45,mm
hold_path,worstHoldPathType,"register to register",
clock_network,cts.repair_timing.setup_buffer_count,0,
worst_setup_path,timing.critical_path.fanout_max,16,
finish,most_common_cell_after_layout_fill_and_taps_aside,"sky130_fd_sc_hd__dfrtp_1",
final_timing,setup-tns-final,0,ps
pwr,power-per-cell-area,304,nW/um2
pwr,power.leakage,0.000871,uW
hold_path,worstHoldStart,"clk_i",
routing,detail_route.wirelength,3.03,mm
synth,synth-warning-count,1,
hold_path,timing.hold.worst_path_depth,1,
worst_setup_path,series_of_cell_instances_along_the_critical_path,"inv_1 -> ha_1 -> nand2b_1 -> nand3_1 -> a211o_1 -> a31oi_4 -> buf_4 -> xor2_1",
final_timing,slew_viol_final,0,
clock_network,cts_htree_levels,2,
synth,netlist-cell-type-count,31,
floorplanning,placement_rows,28,
routing,routedWlPerCell,11.7,um
routing,drt_iter0_markers,33,
routing,drc,0,
synth,ys_seq_share,44.8,%
pwr,vdd_drop_max,0.192,mV
clock_network,clock.latency.late_pin,280,ps
routing,post_drt_via_cell_ratio,4.66,
final_timing,relative_slew_slack,49.0,%
synth,ff_type,"sky130_fd_sc_hd__dfrtp_1",
final_timing,setup_repair_after_global_routing_missed_its_margin,"no",
global_routing,antenna_found_initial,0,
clock_network,cts.hold.buffers_added,0,
worst_setup_path,path_buffers,2,
synth,synth_area_per_cell,10.3,um2
synth,flops_out_of_synthesis,33,
routing,num_antenna_cells,0,
final_timing,final.setup.worst_slack,1550,ps
place,pre_cts_slack,1520,ps
clock_network,cts_root_buf,"sky130_fd_sc_hd__clkbuf_8",
clock_network,cts_max_path_buffers,2,
floorplanning,floorplan.die.height,80.4,um
floorplanning,core,5920,um2
worst_setup_path,worst-r2r-cell-count,8,
worst_setup_path,startpoint_type,"register",
final_timing,worst_clock_skew,6.01,ps
final_timing,finalCritPeriodShare,59.1,%
clock_network,worst_setup_hold_path_clk_slew,60,ps
job,warnings,26,
synth,yosys-stat-cells,178,
worst_setup_path,worstReg2RegEnd,"clk_i",
synth,mappedNetlistArea,1840,um2
worst_setup_path,timing.reg2reg.setup_slack,1550,ps
job,drv_cap,0,
global_routing,grt_util_all_layers,10.8,%
final_timing,final_period_minus_worst_setup_slack,2250,ps
global_routing,grt_pass1_vias,1194,
synth,syn-instance-count,178,
floorplanning,io_pins,3,
clock_network,cts_buffers,5,
place,number_of_port_buffers,2,
final_timing,hold_violations,0,
worst_setup_path,worst_path_max_delay_cell,"sky130_fd_sc_hd__a31oi_4",
place,place_congestion,0.763,
routing,route.antenna.remaining_nets,0,
floorplanning,effective_utilization_at_floorplan,31.1,%
global_routing,gr-total-overflow,0,
synth,enable_flop_cells,0,
routing,number_of_vias_after_detailed_routing,1206,
worst_setup_path,path_class,"register to register",
finish,area.growth.synth_to_final,8.36,%
synth,yosys_area,1840,um2
worst_setup_path,timing.critical_path.to_type,"register",
finish,top_cells_excl_fill_tap,"sky130_fd_sc_hd__dfrtp_1, sky130_fd_sc_hd__nor2_2, sky130_fd_sc_hd__xor2_1",
routing,firstDrtPassIters,4,
worst_setup_path,timing.rr.start,"cont[0]",
final_timing,max_slew.worst_pin.slew,760,ps
global_routing,grt_start_max_net_pins,18,
finish,drive_above_1_share,26.1,%
synth,async_set_or_reset_flop_fraction_in_the_synthesized_netlist,100,%
hold_path,hold_path_end,"clk_i",
place,place_hpwl,2.11,mm
clock_network,cell_resize_tally_after_clock_tree_synthesis,0,
==> final cells by class <==
type / instances / area (um2)
clock inverter: 2 / 10.0
sequential: 33 / 826
tap: 75 / 93.8
inverter: 8 / 30.0
multi-input combinational: 130 / 921
fill: 580 / 3930
clock buffer: 6 / 72.6
timing repair buffer: 5 / 42.5
==> sequential cells by signal (all words and copies together) (netlist names) <==
| signal | flops |
|---|---|
| clk_i | 1 |
| cont | 32 |
==> where the power goes <==
| part | switching, uW | total [uW] | internal (uW) |
|---|---|---|---|
| combinational | 6.74 | 8.35 | 1.61 |
| clock | 121 | 247 | 127 |
| sequential | 0 | 351 | 351 |
| total | 127 | 607 | 480 |
==> per-stage QoR <==
stage | total power, uW | hold WS (ps) | util (%) | std cells | instance area [um2]
final | 607 | 472 | 33.7 | 259 | 2000
after global routing | 629 | 491 | 33.7 | 259 | 2000
after CTS | 618 | 476 | 33.7 | 259 | 2000
after detailed placement | 367 | 465 | 32.3 | 251 | 1910
after global placement | 367 | 459 | 32.3 | 251 | 1910
after floorplan | 363 | 420 | - | 178 | 1840
==> cells by family after synthesis <==
kind of cell               count (synthesis)  synth area share (%)
and+or+nand+nor                           92                  31.0
DFF                                       33                  44.8
xor gates and xnor gates                  29                  13.8
buffers and inverters                     15                  5.16
AOI/OAI and AO/OA                          7                  3.87
adders and majority gates                  2                  1.36
==> synth_stat cells, drive strengths merged, types with 2 or more instances <==
cell type / number / share of area [%]
nand2: 9 / 1.8
a21oi: 2 / 0.54
dfrtp: 33 / 45
nand3: 14 / 4.1
xnor2: 8 / 3.8
ha: 2 / 1.4
nor2: 35 / 12
nand4: 14 / 4.8
nor3b: 2 / 1.4
and3: 4 / 1.4
nor4: 6 / 2.4
and2: 3 / 1.0
buf: 6 / 3.0
inv: 8 / 1.6
nor3: 2 / 1.1
xor2: 21 / 10
==> worst max path at each step <==
stage	depth (start not counted)	slack [ps]	from	end
4_1_cts	8	1510	cont[0]	clk_i
5_1_grt	8	1340	cont[0]	clk_i
6_report	8	1550	cont[0]	clk_i
==> layer usage <==
layer | part of all wire [%] | wire length, um | vias up | track usage, %
li1 | - | - | 609 | -
met1 | 54 | 1630 | 588 | 18.2
met2 | 43 | 1300 | 7 | 15.1
met3 | 2.3 | 69 | 2 | 2.08
met4 | 0.86 | 26 | 0 | 1.25
met5 | 0 | 0 | - | 0
Power and IR drop assume default switching activity.
