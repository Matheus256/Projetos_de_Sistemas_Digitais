==> design.v <==
module submodulo_3  #(
parameter AUTO_SHUTDOWN_T = 10)
  (input 	logic 	clk,
  input		logic	rst,
  input 	logic	enable,
  input 	logic	infravermelho,
  output 	logic 	C);
  bit[14:0] Tc;
  enum logic [2:0] {Inicial,Contando,Temp} estado;
  always_ff @ (posedge rst or posedge clk) begin
    if (rst == 1)
      estado <= Inicial;
  	else
      case(estado)
        Inicial: begin
          Tc <= 0;
          if(!infravermelho && enable) estado <= Contando;
        end
        Contando: begin
          Tc <= Tc + 1;
          if(infravermelho || !enable) estado <= Inicial;
          else if (Tc >= AUTO_SHUTDOWN_T) estado <= Temp;
        end
        Temp: begin
          Tc <= 0;
          estado <= Inicial;
        end
        default: estado <= Inicial;
      endcase
  end
  always_comb begin
    case(estado)
      Inicial: C = 0;
      Contando: C = 0;
      Temp: C = 1;
      default: C = 0;
    endcase
  end
endmodule
==> run.sh <==
#!/bin/bash
# OpenROAD 26Q1-2900-gdf79404cd8, Yosys 0.63+post, stock flow scripts
make -C /OpenROAD-flow-scripts/flow DESIGN_CONFIG=/design/flow/config.mk WORK_HOME=/design/flow/orfs finish
==> config.mk <==
export PLATFORM = sky130hd
export DESIGN_NAME = submodulo_3
export DESIGN_NICKNAME = submodulo_3
export VERILOG_FILES = /design/flow/design.v
export SDC_FILE = /design/flow/constraint.sdc
export NUM_CORES = 4
export LEC_CHECK = 1
export CORE_AREA = 10 10 101 101
export DIE_AREA = 0 0 111 111
==> constraint.sdc <==
current_design submodulo_3

set clk_period 4.0
set clk_io_pct 0.2

create_clock -name clk0 -period $clk_period [get_ports {clk}]

set non_clock_inputs [all_inputs -no_clocks]
set_input_delay [expr $clk_period * $clk_io_pct] -clock clk0 $non_clock_inputs
set_output_delay [expr $clk_period * $clk_io_pct] -clock clk0 [all_outputs]
==> reports/qor.yml <==
status:
  status: "completed"
placed_design:
  io_buffers: 4
  dp_hpwl_um: 1121
  gp_congestion: 0.7664
  pre_cts_slack_ns: 2.094
  dp_cells: 194
setup_path:
  critPathRequiredTime_ns: 3.20
  crit_slowest_cell: "clkdlybuf4s50_1"
  startpoint_type: "flop"
  crit_path_end_kind: "primary output"
  cp_num_cells: 1
  rr_worst_depth: 4
  crit_start: "estado[1]$_DFF_PP0_"
  worstPathMaxFanout: 3
  cpLargestDelayFamily: "buffers and inverters"
  path_class: "flop to primary output"
  critPathArrivalTime_ns: 1.10
  regToRegStartpoint: "estado[0]$_DFF_PP1_"
  max_stage_delay_ns: 0.48
  critPathBufInv: 1
  crit_chain: "clkdlybuf4s50_1"
finish:
  logic_area_um2: 400.4
  seqCellArea_um2: 526.8
  drive_gt1_share_pct: 6.452
  fin_cells: 198
  final_cell_mix: "17 x nor2_1, 15 x edfxtp_1, 11 x xor2_1, 5 x nand2_1, 5 x nand4_1"
  final_util_pct: 14.24
  mostFrequentLayoutCell: "nor2_1"
  syn2layout_area_growth_pct: 21.05
  fillers: 899
floorplanning:
  fp-utilization_pct: 11.77
  rows: 33
  dieArea_mm2: 0.01232
  core_area_mm2: 0.008134
  io-pin-count: 5
  fp.dieW_um: 111
  floorplan.die.height_um: 111
pwr:
  vdd_drop_max_uv: 95.92
  switchingPower_mw: 0.1178
  p_int_mw: 0.3309
  power.clock.fraction_pct: 28.8
  power_density_mw_per_mm2: 387.2
  p_sw_share_pct: 26.25
  combPwrFrac_pct: 14.6
  power.leakage_nw: 0.3782
  p_seq_share_pct: 56.6
clocking:
  post_cts_buffers: 0
  root_buffer: "clkbuf_8"
  cts_buffers: 3
  ctsHoldBuffers: 0
  cts_htree_levels: 1
  clk_pin_slew_ns: 0.06
  cts_buffer_depth: 2
  ctsResizeCount: 0
  cts_sinks: 18
  clk_latency_ns: 0.25
  cts_tree: "done"
route:
  insertedDiodeCount: 0
  wire_per_inst_um: 8.434
  vias: 656
  firstDrtPassIters: 4
  detail-route-antenna-nets: 0
  drc: 0
  drt_iter0_markers: 35
  drt_wl_total_um: 1670
  viasPerCell: 3.313
global_route:
  track_usage_pct: 2.735
  grt_max_degree: 17
  antenna_found_initial: 0
  grt_pass1_vias: 620
  grt_pass1_wl_um: 2946
  overflow: 0
timing:
  fmax_ghz: 0.5256
  finalClockPeriodUsage_pct: 47.57
  grt_setup_unrepaired: "false"
  worstMarginPinSlew_ns: 0.5682
  final.setup.worst_slack_ns: 2.097
  setup_violations: 0
  post-route-min-period_ns: 1.903
  hold_violations: 0
  tns_ns: 0
  slew_headroom_pct: 62.12
  fin_hold_ws_ns: 0.5037
  slew_viol_final: 0
  skew_ns: 0.002161
hold_path:
  hp-class: "flop to flop"
  worstHoldStart: "estado[0]$_DFF_PP1_"
  min_path_cells: 2
logic_synthesis:
  synth.avg_cell_area_um2: 10.88
  synth-edff-count: 15
  flop_cell: "edfxtp_1"
  yosys_warnings: 1
  async_flop_share_pct: 16.67
  yosysSeqAreaShare_pct: 55.03
  yosysCellCount: 88
  synth.distinct_cells: 26
  ys_ff: 18
  synth_area_um2: 957.2
  syn_inst: 88
  ys_area_um2: 957.2
flow_run:
  warnings: 26
  max-cap-violations: 0
==> metrics by stage <==
step / area, um2 / power [mW]
6_report: 1159 / 0.4486
5_1_grt: 1159 / 0.4756
4_1_cts: 1159 / 0.4543
3_5_place_dp: 1114 / 0.3242
3_3_place_gp: 1114 / 0.3220
2_1_floorplan: 957.2 / 0.3044
==> tightest hold or removal path, delay by kind of cell, from the launching register on <==
family | cells | cell delay, ns
AND-OR/OR-AND | 1 | 0.05
flip-flops | 1 | 0.38
AND/OR/NAND/NOR | 1 | 0.04
==> area by class of cell <==
type	instances	area share [%]
clock buffers	4	3.888
flip-flops and latches	18	45.46
well taps	105	11.34
multi-input cells	64	34.56
repair buffers	5	4.104
inverters	2	0.6479
==> synthesized netlist by cell type, types with 2 or more instances <==
master,n,area [um2]
and3_1,2,12.51
xor2_1,11,96.34
nand3_1,4,20.02
nor4_1,2,12.51
o21ai_1,2,10.01
nor2_1,17,63.81
clkbuf_1,3,11.26
ha_1,2,25.02
inv_1,2,7.510
nor2b_1,2,12.51
and4_1,2,17.52
dfrtp_1,2,50.05
edfxtp_1,15,450.4
nand2_1,5,18.77
nand4_1,5,31.28
and2_1,2,12.51
==> power groups by stage <==
stage	sequential, mW	combinational (mW)	clock (mW)
finish	0.254	0.0656	0.129
global route	0.257	0.0746	0.144
CTS	0.254	0.0667	0.134
==> layer usage <==
layer  vias to the layer above  GRT usage [%]  wire, um  part of all wire, %
met2                         5          4.088       760                   46
met3                         0          1.204        74                  4.4
met1                       327          3.730       835                   50
met5                         -              0         0                    0
met4                         0         0.1736         0                    0
li1                        324              -         -                    -
==> registers in the layout, summed over array words and instances, names as in the netlist <==
signal  flops
Tc         15
estado      3
==> path summary, 6_finish.rpt <==
path / end / slack (ns)
max: C / 2.10
min: estado[2]$_DFF_PP0_ / 0.50
max reg2reg: Tc[3]$_SDFFCE_PP0P_ / 2.27
min reg2reg: estado[2]$_DFF_PP0_ / 0.50
max in group asynchronous: estado[0]$_DFF_PP1_ / 3.05
min in group asynchronous: estado[2]$_DFF_PP0_ / 0.74
==> logic make-up after synthesis <==
logic type / after synthesis / synth area share (%)
AND/OR/NAND/NOR: 45 / 25.10
flip-flops: 18 / 55.03
XOR/XNOR: 12 / 10.98
buffers and inverters: 6 / 3.137
AND-OR/OR-AND: 5 / 3.137
adder cells (fa/ha/maj): 2 / 2.614
Power and IR drop assume default switching activity.
