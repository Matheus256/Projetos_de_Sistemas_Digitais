<file path="flow/design.v">
module submodulo_2 #(
	parameter DEBOUNCE_P = 300,
	parameter SWITCH_MODE_MIN_T = 5000)
	(input logic clk, 
	input logic	rst,
	input logic	push_button,
	output logic A,
	output logic B);
  bit[14:0] Tp;
  enum logic[4:0] {Inicial, DB, EB, EA, Temp} estado;
  always_ff @ (posedge rst or posedge clk) begin
    if(rst==1) estado <= Inicial;
    else
      case(estado)
        Inicial: begin
          Tp <= 0;
          if(push_button) estado <= DB;
        end
        DB: begin
          Tp <= Tp+1;
          if(!push_button) estado <= Inicial;
          else if (Tp >= DEBOUNCE_P) estado <= EB;
        end
        EB:begin
          Tp <= Tp+1;
          if(!push_button) estado <= Temp;
          else if (Tp >= SWITCH_MODE_MIN_T) estado <= EA;
        end
        EA: begin
        	Tp <= Tp + 1;
        	if(!push_button) estado <= Temp;
        end
        Temp: if(clk) estado <= Inicial;
        default: estado <= Inicial;
      endcase
  end
  always_comb begin
    case(estado)
      Inicial: begin
        A = 0;
        B = 0;
      end
      DB:begin
        A = 0;
        B = 0;
      end
      EB:begin
        A = 0;
        B = 1;
      end
      EA:begin
        A = 1;
        B = 0;
      end
      default: begin
        A = 0;
        B = 0;
      end      
    endcase
  end
endmodule
</file>
<file path="flow/run.sh">
#!/bin/bash
# OpenROAD 26Q1-2900-gdf79404cd8, Yosys 0.63+post, stock flow scripts
make -C /OpenROAD-flow-scripts/flow DESIGN_CONFIG=/design/flow/config.mk WORK_HOME=/design/flow/orfs finish
</file>
<file path="flow/config.mk">
export PLATFORM = sky130hd
export DESIGN_NAME = submodulo_2
export DESIGN_NICKNAME = submodulo_2
export VERILOG_FILES = /design/flow/design.v
export SDC_FILE = /design/flow/constraint.sdc
export NUM_CORES = 4
export LEC_CHECK = 1
export CORE_AREA = 10 10 95 95
export DIE_AREA = 0 0 105 105
</file>
<file path="flow/constraint.sdc">
current_design submodulo_2

set clk_period 2.3
set clk_io_pct 0.2

create_clock -name clk0 -period $clk_period [get_ports {clk}]

set non_clock_inputs [all_inputs -no_clocks]
set_input_delay [expr $clk_period * $clk_io_pct] -clock clk0 $non_clock_inputs
set_output_delay [expr $clk_period * $clk_io_pct] -clock clk0 [all_outputs]
</file>
==> flow_summary_export.csv <==
group,metric,value,unit
status,outcome,"complete, but fails checks",
status,violations,"hold timing",
final_timing,finalClockPeriodUsage,75.8,%
critical_path,rr_worst_depth,4,
final_timing,fin_crit,1740,ps
final_timing,hold_slack,-44.4,ps
logic_synthesis,synth_flops,20,
critical_path,timing.rr.end,"Tp[13]$_SDFFCE_PN0P_",
final_timing,worstMarginPinSlew,351,ps
final_layout,seqCellArea,577,um^2
logic_synthesis,yosysWarnings,1,
die,pin_count,5,
die,die_height,105,um
critical_path,criticalPathCategory,"register to output pin",
place,hpwl,1360,um
job,drv_cap,0,
worst_hold_path,hold_path_depth,3,
critical_path,critPathSlowestCell,"clkdlybuf4s50_1",
final_timing,maxSlewViolCount,0,
die,dieWidth,105,um
critical_path,required,1840,ps
worst_hold_path,hold_class,"clock port to register",
detailed_routing,topRoutingLayerUsed,"met4",
die,rows,30,
final_timing,fin_tns_setup,0,ps
logic_synthesis,ys_types,31,
final_timing,skew,7.69,ps
logic_synthesis,yosys-stat-area,1090,um^2
logic_synthesis,syn-cell-area,1090,um^2
detailed_routing,wl_met2,863,um
global_route,grt_max_degree,16,
power_and_ir_drop,power_density,974,nW/um^2
final_timing,slew_headroom,76.6,%
clocking,postCtsSetupBuffers,0,
critical_path,cp.arrival,1280,ps
final_timing,setup_viol,0,
die,fp-utilization,15.8,%
critical_path,cp-start-kind,"register",
final_timing,grt_setup_unrepaired,"no",
final_timing,finalHoldViolations,1,
detailed_routing,drt-initial-drc-count,35,
logic_synthesis,ys_cells,104,
detailed_routing,num_vias,765,
critical_path,r2r_start,"Tp[2]$_SDFFCE_PN0P_",
die,coreArea,6910,um^2
power_and_ir_drop,p_leak,0.441,nW
logic_synthesis,syn_inst,104,
final_layout,layout_top_cell,"edfxtp_1",
critical_path,path_buffers,1,
final_layout,final_cell_mix,"edfxtp_1, nor2_1, nand2_1",
clocking,cts_tree,"done",
final_layout,fillerInstances,757,
worst_hold_path,hold_end,"estado[1]$_DFF_PP0_",
critical_path,crit_family,"buffers and inverters",
critical_path,critPathMaxFanout,6,
clocking,cts_resized,0,
detailed_routing,antenna_left,0,
critical_path,slowest_delay,500,ps
global_route,first_global_vias,789,
detailed_routing,wl_met1,1110,um
detailed_routing,diodes,0,
global_route,grt_use_total,3.86,%
clocking,path_clk_slew,70,ps
critical_path,endpoint_kind,"output pin",
detailed_routing,drcViolationCount,0,
critical_path,r2r_setup_slack,770,ps
detailed_routing,via_per_inst,3.61,
power_and_ir_drop,ir_drop,0.229,mV
final_layout,drive_above_1_share,12.9,%
detailed_routing,dr.pass1.iters,4,
place,place_congestion,0.764,
place,portBuffers,4,
detailed_routing,wirelength,2070,um
job,warning_count,30,
die,die_area,11000,um^2
detailed_routing,wl_per_cell,9.75,um
clocking,postCtsHoldBufs,0,
logic_synthesis,synth_area_per_cell,10.5,um^2
global_route,grt_pass1_wl,3610,um
final_layout,logic_area,482,um^2
logic_synthesis,synth_seq_share,52.9,%
global_route,grt_antenna_before_repair,0,
final_layout,area_delta_synth_final,24.1,%
final_timing,fmax,574,MHz
critical_path,cp_cell_sequence,"clkdlybuf4s50_1",
clocking,insertion_delay,360,ps
detailed_routing,met3_length,75,um
global_route,grt-ovfl-total,0,
worst_hold_path,min_from,"clk",
-- synth_stat cells --
library cell | count | area, um^2
and4_1 | 1 | 8.76
buf_2 | 1 | 5.00
edfxtp_1 | 15 | 450
nor4_1 | 2 | 12.5
nand3_4 | 2 | 35.0
a211o_1 | 1 | 8.76
nor2_1 | 14 | 52.6
o21ai_0 | 5 | 25.0
dfstp_2 | 1 | 26.3
o211ai_1 | 3 | 22.5
and4_4 | 1 | 11.3
nor3_1 | 1 | 5.00
inv_1 | 4 | 15.0
a21o_2 | 1 | 8.76
buf_4 | 1 | 7.51
a22o_1 | 1 | 8.76
xor2_1 | 7 | 61.3
nand4_1 | 5 | 31.3
dfrtp_1 | 4 | 100
o22ai_1 | 2 | 12.5
xnor2_1 | 1 | 8.76
nand3_1 | 3 | 15.0
nor2b_1 | 1 | 6.26
and2_1 | 2 | 12.5
or4_1 | 2 | 15.0
ha_1 | 2 | 25.0
nand2_1 | 10 | 37.5
clkbuf_1 | 1 | 3.75
a21oi_1 | 5 | 25.0
and2_2 | 1 | 7.51
or3_1 | 4 | 25.0
-- worst min-delay path, delay by kind of cell --
family | cells | cell delay (ps)
buffers and inverters | 2 | 200
AND-OR/OR-AND | 1 | 60
-- metrics by stage --
stage	area [um^2]	std cells	setup slack [ps]	utilization [%]	total power (W)
floorplan	1090	104	694	-	0.000801
global placement	1250	203	759	18.1	0.000886
detailed placement	1250	203	753	18.1	0.000895
CTS	1350	212	533	19.6	0.00133
global route	1350	212	485	19.6	0.00140
finish	1350	212	557	19.6	0.00132
-- power by group --
part / total (W) / switching (W) / leakage [nW] / internal, W
Combinational: 0.000268 / 0.000158 / 0.178 / 0.000110
Clock: 0.000439 / 0.000157 / 0.0566 / 0.000282
Sequential: 0.000610 / 0.0000958 / 0.206 / 0.000514
Total: 0.00132 / 0.000411 / 0.441 / 0.000906
-- state kept, by name (all words and copies together), names as in the netlist --
name / flops
Tp: 15
estado: 5
-- logic make-up (layout without fill, tap and decap cells) --
group / count (synthesis) / after routing / synth area share (%)
compound gates: 18 / 18 / 10.2
fa+ha+maj: 2 / 2 / 2.30
simple gates: 49 / 49 / 25.3
flops: 20 / 20 / 52.9
buf+inv: 7 / 19 / 2.87
xor+xnor: 8 / 8 / 6.43
-- routing by layer --
metal  track usage (%)  up-vias
met2              5.34       11
li1                  -      405
met4             0.588        0
met1              5.39      346
met5                 0        -
met3              1.93        3
-- how the worst max path moves through the flow --
stage                    from  end  slack (ps)  cells after the start
5_1_grt   estado[2]$_DFF_PP0_    B         490                      1
4_1_cts   estado[2]$_DFF_PP0_    B         530                      1
6_report  estado[2]$_DFF_PP0_    B         560                      1
-- layout make-up --
| type | count | area share (%) |
|---|---|---|
| flip-flops and latches | 20 | 42.6 |
| multi-input cells | 77 | 35.6 |
| well taps | 96 | 8.88 |
| clock buffers | 9 | 7.68 |
| repair buffers | 6 | 4.07 |
| inverters | 4 | 1.11 |
No activity file was given, so power comes from the tool's default toggle rates.
